==> flow/design.v <==
module cska_top #(parameter N = 32, BLOCK_SIZE = 4)(
    input  [N-1:0] A,
    input  [N-1:0] B,
    input          Cin,
    output [N-1:0] Sum,
    output         Cout
);
    localparam BLOCKS = N / BLOCK_SIZE;
    wire [BLOCKS:0] carry;
    wire [BLOCKS-1:0] propagate;
    assign carry[0] = Cin;
    genvar i;
    generate
        for (i = 0; i < BLOCKS; i = i + 1) begin : cska_block
            wire [BLOCK_SIZE-1:0] sum_temp;
            wire block_carry, block_p;
            cla_block #(.WIDTH(BLOCK_SIZE)) cla_inst (
                .A       (A[i*BLOCK_SIZE +: BLOCK_SIZE]),
                .B       (B[i*BLOCK_SIZE +: BLOCK_SIZE]),
                .Cin     (carry[i]),
                .Sum     (sum_temp),
                .Cout    (block_carry),
                .P_block (block_p)
            );
            assign Sum[i*BLOCK_SIZE +: BLOCK_SIZE] = sum_temp;
            assign propagate[i] = block_p;
            assign carry[i+1] = block_p ? carry[i] : block_carry;
        end
    endgenerate
    assign Cout = carry[BLOCKS];
endmodule
module cla_block #(parameter WIDTH = 4)(
  input  [WIDTH-1:0] A, B,
  input              Cin,
  output [WIDTH-1:0] Sum,
  output             Cout,
  output             P_block    
);
  wire [WIDTH-1:0] P, G, C;
  assign P = A ^ B;
  assign G = A & B;
  assign C[0] = Cin;
  genvar i;
  generate
    for (i = 1; i < WIDTH; i = i + 1) begin
      assign C[i] = G[i-1] | (P[i-1] & C[i-1]);
    end
  endgenerate
  assign Sum = P ^ C;
  assign Cout = G[WIDTH-1] | (P[WIDTH-1] & C[WIDTH-1-1]);
  assign P_block = &P;  
endmodule
==> flow/run.sh <==
#!/bin/bash
# OpenROAD 26Q1-2900-gdf79404cd8, Yosys 0.63+post, stock flow scripts
make -C /OpenROAD-flow-scripts/flow DESIGN_CONFIG=/design/flow/config.mk WORK_HOME=/design/flow/orfs finish
==> flow/config.mk <==
export PLATFORM = sky130hd
export DESIGN_NAME = cska_top
export DESIGN_NICKNAME = cska_top
export VERILOG_FILES = /design/flow/design.v
export SDC_FILE = /design/flow/constraint.sdc
export NUM_CORES = 4
export LEC_CHECK = 1
export CORE_AREA = 10 10 96 96
export DIE_AREA = 0 0 106 106
==> flow/constraint.sdc <==
current_design cska_top

set clk_period 10.7
set clk_io_pct 0.2

create_clock -name clk0 -period $clk_period

set non_clock_inputs [all_inputs -no_clocks]
set_input_delay [expr $clk_period * $clk_io_pct] -clock clk0 $non_clock_inputs
set_output_delay [expr $clk_period * $clk_io_pct] -clock clk0 [all_outputs]
==> results_dict.tcl <==
# implementation run metrics
set metrics [dict create \
    switchingPower_uw 56.17 \
    wl_per_cell_um 12.28 \
    warnings 59 \
    period_minus_slack_ns 13.37 \
    chip_area_mm2 0.01124 \
    fill_cells 705 \
    place.gp.congestion 0.7895 \
    top_area_frac 0.3739 \
    violations "negative setup slack" \
    p_leak_nw 1.295 \
    critPathMaxFanout 3 \
    grt_remaining_overflow 0 \
    p_per_area_mw_per_mm2 58.04 \
    grt_pass1_wl_um 7113 \
    comb_power_share 1.000 \
    relSlewSlack 0.8633 \
    final-max-slew-violation-count 0 \
    syn_avg_cell_area_um2 10.89 \
    ys_area_mm2 0.001285 \
    dr.pass1.iters 2 \
    top_logic_kind "adder cells" \
    first_global_vias 1468 \
    vias 1386 \
    synth.distinct_cells 28 \
    worst-setup-path-type "input port to output pin" \
    swShare 0.3326 \
    cp_common_cell "fa_2" \
    syn_area_mm2 0.001285 \
    placeableCoreArea_mm2 0.007214 \
    fp_util 0.1781 \
    ys_warn_count 0 \
    critPathMaxStageDelay_ns 0.49 \
    power.internal_uw 112.7 \
    ios 98 \
    post-route-cell-area_mm2 0.002910 \
    setup-violations-final 11 \
    aoi_share 0.1266 \
    synth_seq_share 0 \
    die_h_um 106 \
    pre_cts_slack_ns -3.620 \
    ant_nets 0 \
    endpoint_kind "output pin" \
    worstSetupStartpointType "input port" \
    grt_usage 0.07533 \
    area_delta_synth_final_pct 126.5 \
    cp.required_ns 8.56 \
    holdCritPathClass "input port to output pin" \
    syn_inst 118 \
    crit_family "adder cells" \
    placedCellCount 350 \
    grt_max_degree 5 \
    most-common-layout-cells "clkdlybuf4s50_1, buf_4, ha_1" \
    mux_share 0.01071 \
    yosys.area_share.simple 0.08179 \
    first_iter_violations 11 \
    worst_ep_arrival_time_ns 11.23 \
    n_antenna_cell 0 \
    status "finished, violations left" \
    numPortBuffers 98 \
    top_area_cell "fa_1" \
    slowest_stage "clkdlybuf4s50_1" \
    drive_gt1_frac 0.4286 \
    fa_ha_area_frac 0.6855 \
    maxCapViolCount 0 \
    setup_tns_ns -18.50 \
    num_rows 31 \
    ys_sh_xor 0.05453 \
    max_freq_mhz 74.81 \
    setup_slack_ns -2.668 \
    timing_hold_violations_final 0 \
    wl_um 4482 \
    routed_via_density 3.797 \
    postLayoutCoreUtil 0.4034 \
    flop-count 0 \
    layout_top_cell "clkdlybuf4s50_1" \
    cts_hold_buf 0 \
    ys_top_cells_by_area "fa_1, ha_1, xor2_1" \
    peakVddDrop_uv 22.71 \
    placed_area_mm2 0.002750 \
    critical_path_buf_inv_count 7 \
    place_hpwl_um 4173 \
    instances_no_fill 365 \
    hold_ws_ns 5.041 \
    nClkBuffers 0 \
    worstMarginPinSlew_ns 0.2011 \
    ys_cells 118 \
    regArea_um2 0 \
    rsz0062_at_grt "true" \
    dieWidth_um 106 \
    finalPower_uw 168.9 \
    antenna_found_initial 0 \
    seqPwrFrac 0 \
    power.share.clock 0 \
    drc 0 \
    timing.final.crit_share 1.249 \
]
-- area by class of cell --
cell class	instances	area [µm²]	share of cell area
inverter	14	75.07	0.02580
multi-input combinational	104	1394	0.4789
timing repair buffer	148	1318	0.4527
tap	99	123.9	0.04256
-- final timing paths --
path                   to  slack, ns  startpoint  cells after the start
setup / recovery  Sum[31]      -2.67        A[0]                     46
hold / removal     Sum[0]       5.04         Cin                      5
-- synth_stat cells, drive strengths merged --
master   n
inv     14
a31oi    1
or2      1
a31o     5
a21oi   10
mux2i    1
fa      24
o21ai    3
nand4    2
nand2b   1
o21a     1
nor2     1
xor2     7
xnor2    1
and4     4
o31ai    1
ha      32
o22ai    1
o21bai   1
nand2    1
and2     2
nand3    1
a41o     1
and3     2
-- cell families (layout without fill, tap and decap cells) --
| group | count (synthesis) | count (layout) |
|---|---|---|
| xor+xnor | 8 | 8 |
| simple gates | 15 | 15 |
| buf+inv | 14 | 162 |
| compound gates | 24 | 24 |
| mux | 1 | 1 |
| fa+ha+maj | 56 | 56 |
-- layer usage --
| layer | wire length (µm) | track usage | up-vias |
|---|---|---|---|
| met5 | 0 | 0 | - |
| li1 | - | - | 697 |
| met3 | 290 | 0.02018 | 0 |
| met1 | 1996 | 0.1016 | 645 |
| met4 | 0 | 0 | 0 |
| met2 | 2195 | 0.1268 | 44 |
-- timing repair --
item                                    in CTS  in global routing
endpoints found under the hold margin        0                  0
endpoints found under the setup margin      15                 14
pin swaps                                    8                  2
gates resized                               66                 13
buffers inserted                             9                  6
-- power by group through the flow --
| stage | Clock [mW] | Sequential, mW | Combinational (mW) |
|---|---|---|---|
| final | 0 | 0 | 0.169 |
| after global routing | 0 | 0 | 0.190 |
| after CTS | 0 | 0 | 0.169 |
No activity file was given, so power comes from the tool's default toggle rates.
