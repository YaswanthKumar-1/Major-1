==> ./design.v <==
`timescale 1ns/1ps
module radix8_booth_multiplier #(parameter N = 16)(
    input  signed [N-1:0] multiplicand,
    input  signed [N-1:0] multiplier,
    output signed [2*N-1:0] product
);
    localparam G = (N + 2) / 3;
    wire [N:0] y_ext;
    assign y_ext = {multiplier[N-1], multiplier}; 
    wire signed [2*N-1:0] partial_products [0:G-1];
    genvar i;
    generate
        for (i = 0; i < G; i = i + 1) begin : booth_block
            wire [3:0] y_segment;
            assign y_segment[0] = (3*i == 0) ? 1'b0 : y_ext[3*i-1]; 
            assign y_segment[1] = y_ext[3*i];
            assign y_segment[2] = (3*i+1 > N) ? y_ext[N] : y_ext[3*i+1];
            assign y_segment[3] = (3*i+2 > N) ? y_ext[N] : y_ext[3*i+2];
            reg signed [2*N-1:0] booth_out;
            always @(*) begin
                case (y_segment)
                    4'b0000, 4'b1111: booth_out = 0;
                    4'b0001, 4'b0010: booth_out = multiplicand;
                    4'b0011, 4'b0100: booth_out = multiplicand <<< 1;
                    4'b0101, 4'b0110: booth_out = multiplicand + (multiplicand <<< 1);
                    4'b0111:          booth_out = multiplicand <<< 2;
                    4'b1000:          booth_out = -(multiplicand <<< 2);
                    4'b1001, 4'b1010: booth_out = -(multiplicand + (multiplicand <<< 1));
                    4'b1011, 4'b1100: booth_out = -(multiplicand <<< 1);
                    4'b1101, 4'b1110: booth_out = -multiplicand;
                    default:          booth_out = 0;
                endcase
            end
            assign partial_products[i] = booth_out <<< (3*i);
        end
    endgenerate
    reg signed [2*N-1:0] final_sum;
    integer k;
    always @(*) begin
        final_sum = 0;
        for (k = 0; k < G; k = k + 1)
            final_sum = final_sum + partial_products[k];
    end
    assign product = final_sum;
endmodule
==> ./run.sh <==
#!/bin/bash
# OpenROAD 26Q1-2900-gdf79404cd8, Yosys 0.63+post, stock flow scripts
make -C /OpenROAD-flow-scripts/flow DESIGN_CONFIG=/design/flow/config.mk WORK_HOME=/design/flow/orfs finish
==> ./config.mk <==
export PLATFORM = sky130hd
export DESIGN_NAME = radix8_booth_multiplier
export DESIGN_NICKNAME = radix8_booth_multiplier
export VERILOG_FILES = /design/flow/design.v
export SDC_FILE = /design/flow/constraint.sdc
export NUM_CORES = 4
export LEC_CHECK = 1
export CORE_UTILIZATION = 50
==> ./constraint.sdc <==
current_design radix8_booth_multiplier

set clk_period 19.4
set clk_io_pct 0.2

create_clock -name clk0 -period $clk_period

set non_clock_inputs [all_inputs -no_clocks]
set_input_delay [expr $clk_period * $clk_io_pct] -clock clk0 $non_clock_inputs
set_output_delay [expr $clk_period * $clk_io_pct] -clock clk0 [all_outputs]
==> reports/results.ini <==
[sta]
setup_viol = 0
slew_headroom = 0.104
fin_setup_tns_ns = 0
period_used_share = 0.926
rsz0062_at_grt = no
hold_viol_final = 0
max_freq_mhz = 55.7
period_needed_ns = 17.96
slew_viol_final = 0
worstMarginPinSlew_ns = 1.31

[pwr]
design_power_total_mw = 1.56
internal_power_mw = 0.817
power.leakage_nw = 4.94
power.switching_mw = 0.739
vdd_ir_drop_max_uv = 147
p_sw_frac = 0.475
power_density_nw_per_um2 = 127

[routing]
num_vias = 14100
drt_iter0_markers = 2253
ant_nets = 0
firstDrtPassIters = 15
wl_per_cell_um = 29.6
drt-total-wl_um = 56600
drc = 0
via_per_inst = 7.36

[place]
portBuffers = 64
placedCellCount = 1913
gp_congestion = 1.15
hpwl_um = 41900

[floorplanning]
core_area_um2 = 21900
die_height_um = 152
dieArea_um2 = 23000
initCoreUtil = 0.511
die_width_um = 152
io_pins = 64
rows = 54

[layout]
stdcell_count = 1914
fin_util = 0.558
design.seq.count = 0
drive_gt1_frac = 0.0772
clockBufferCount = 0
area_delta_synth_final_pct = 9.23
seqCellArea_um2 = 0

[job]
drv_cap = 0
warning_count = 48

[global_route]
grt_max_degree = 44
grt_usage = 0.506
antenna_found_initial = 1
overflow = 0
grt_use_met3 = 0.251
grt_pass1_vias = 12700
grt_busiest_layer = met2
gr-usage-met2 = 0.678
grt_pass1_wl_um = 81600
grt.met1_usage = 0.673

[min_path]
worst_hold_startpoint = multiplier[0]
hold_path.class = in2out

[synth]
synth.distinct_cells = 94
syn_area_um2 = 11200
ys_seq_frac = 0
synthCells = 1622
ys_cells = 1622
yosys-stat-area_um2 = 11200
ys_warn_count = 1
avgSynthCellArea_um2 = 6.89

[run_status]
status = finished clean

[worst_setup_path]
start_kind = input pin
crit_path_max_fanout = 16
endpoint_kind = output pin
path_class = in2out
worstPathRequired_ns = 15.52
crit_start = multiplicand[2]
cp.arrival_ns = 14.08

[clock_tree]
postCtsHoldBufs = 0
post_cts_resized = 0
postCtsSetupRepairBufs = 0

==> power by group through the flow <==
| stage | combinational (mW) | sequential, mW | clock (mW) |
|---|---|---|---|
| CTS | 1.55 | 0 | 0 |
| global route | 1.77 | 0 | 0 |
==> placed cells by master, fill, tap and decap left out, types with 33 or more instances in the layout <==
cell,synthesis,routed
nand2_1,156,156
a21oi_1,146,146
o21ai_0,134,134
nor2_1,133,133
inv_1,129,129
xnor2_1,94,94
fa_1,83,83
ha_1,77,77
buf_4,0,75
clkdlybuf4s50_1,0,64
a221oi_1,42,42
o221ai_1,42,42
nand3_1,37,37
a222oi_1,33,33
==> area by class of cell <==
class | instances | area, um2
fillers | 2115 | 9680
multi-input cells | 1357 | 10100
inverters | 137 | 514
well taps | 280 | 350
diodes | 1 | 2.50
repair buffers | 139 | 1200
==> routing by layer <==
layer	up-vias	wire length, um	share of wire
met4	4	3980	0.070
li1	5982	-	-
met3	329	9710	0.17
met5	-	73	0.0013
met2	1280	21500	0.38
met1	6501	21300	0.38
==> worst max-delay path, stage by stage <==
cell and delay [ns]:
clkdlybuf4s50_1 0.94, inv_1 0.46, fa_1 1.02, nand2b_1 0.17, nor3_2 0.23, o21ai_1 0.25
nor4_1 0.58, o2111ai_1 0.19, buf_4 0.22, nor4_4 0.58, a21oi_1 0.15, nand3_1 0.25
nand2_1 0.15, fa_1 0.52, fa_1 0.54, inv_1 0.05, fa_1 0.52, inv_1 0.04
ha_1 0.34, a2111oi_0 0.64, nand2_1 0.09, a2111oi_0 0.60, o31ai_1 0.28, a31oi_1 0.39
o21ai_0 0.15, a21oi_1 0.19, xnor2_1 0.14, clkdlybuf4s50_1 0.48
==> cell families after synthesis <==
kind of cell	after synthesis	synth area share
AOI/OAI and AO/OA	612	0.376
xor gates and xnor gates	115	0.0920
adders and majority gates	162	0.237
buffers and inverters	265	0.0938
muxes	11	0.0114
and+or+nand+nor	457	0.191
==> path summary, 6_finish.rpt <==
path / cells after the start / slack, ns / end
hold / removal: 5 / 9.06 / product[1]
setup / recovery: 28 / 1.44 / product[30]
==> synth_stat cells (9+ instances only) <==
cell / n / area share
nand2_1: 156 / 0.052
a21oi_1: 146 / 0.065
o21ai_0: 134 / 0.060
nor2_1: 133 / 0.045
inv_1: 129 / 0.043
clkbuf_1: 113 / 0.038
xnor2_1: 94 / 0.074
fa_1: 83 / 0.15
ha_1: 77 / 0.086
a221oi_1: 42 / 0.033
o221ai_1: 42 / 0.033
nand3_1: 37 / 0.017
a222oi_1: 33 / 0.030
nor3_1: 30 / 0.013
a22oi_1: 27 / 0.018
o211ai_1: 22 / 0.015
o22ai_1: 22 / 0.012
a211oi_1: 20 / 0.013
xor2_1: 19 / 0.015
and3_1: 16 / 0.0090
nor2b_1: 16 / 0.0090
a21o_1: 13 / 0.0087
a31oi_1: 12 / 0.0067
o21bai_1: 12 / 0.0081
a221o_1: 10 / 0.0090
or2_2: 10 / 0.0056
and2_1: 9 / 0.0050
nand2b_1: 9 / 0.0050
o21a_1: 9 / 0.0060
==> per-stage QoR <==
step,setup WS (ns),cell area [um2],hold slack [ns]
after floorplan,4.67,11200,8.04
after global placement,1.75,12200,9.04
after detailed placement,1.58,12200,9.03
after CTS,1.57,12200,9.04
after global routing,0.876,12200,9.11
final,1.44,12200,9.06
Power is estimated from default activity; no workload was simulated.
